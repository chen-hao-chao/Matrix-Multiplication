--- flow/design.v ---
module MM(clk,i,j,reset,read,write,index,read_data,write_data,finish);
	parameter n=20;
	input reset,clk;
	input signed [n-1:0]read_data;
	output [n-1:0]i,j;
	output read,write,index,finish;
	output signed[2*n-1:0]write_data;
	reg [1:0]state, next_state;
	reg signed [2*n-1:0]sum, next_sum;
	reg [n-1:0]row, next_row, col, next_col; 
	reg signed [n-1:0]rA, rB, next_rA, next_rB; 
	reg [n-1:0]ma, mb, mc, next_ma, next_mb, next_mc;
	reg [3:0]counter, next_counter; 
	reg idx_con, next_idx_con; 
	reg [n-1:0]B_col, next_B_col;
	wire signed [n-1:0]ra, rb;
	wire signed [n*2-1:0]p;
	assign ra = next_rA;
	assign rb = next_rB;
	assign p = ra*rb;
	always@(posedge clk)begin 
		if(reset == 1'd1)begin
			state <= 2'b00;
			sum <= 40'd0;
			row <= 20'd0;
			col <= 20'd0;
			idx_con <= 1'd0;
			counter <= 4'd0;
			B_col <= 20'd0;
			ma <= 20'd0;
			mb <= 20'd0;
			mc <= 20'd0;
			rA <= 20'd0;
			rB <= 20'd0;
		end
		else begin
			state <= next_state;
			sum <= next_sum;
			row <= next_row;
			col <= next_col;
			idx_con <= next_idx_con;
			counter <= next_counter;
			B_col <= next_B_col;
			ma <= next_ma;
			mb <= next_mb;
			mc <= next_mc;
			rA <= next_rA;
			rB <= next_rB;
		end
	end
	always@(*)begin 
		case(state)
			2'b00:begin 
				next_state = 2'b11;
			end
			2'b11:begin
				next_state = (row == 20'd2)? 2'b10 : 2'b11;
			end
			2'b10:begin
				next_state = (counter == 2*mb-1)? 2'b01 : 2'b10;
			end
			2'b01:begin
				next_state = 2'b10;
			end
			default:begin
				next_state = 2'b00;
			end
		endcase
	end
	always@(*)begin 
		case(state)
			2'b00:begin 
				next_sum = 40'd0;
				next_row = 20'd0;
				next_col = 20'd0;
				next_idx_con = 1'd0;
				next_counter = 4'd0;
				next_B_col = 20'd0;
			end
			2'b11:begin
				next_sum = sum; 
				next_row = (row == 20'd2)? 20'd0 : row + 20'd1;
				next_col = col; 
				next_idx_con = idx_con; 
				next_counter = 4'd0;
				next_B_col = 20'd0;
			end
			2'b10:begin
				next_sum = (idx_con == 1'd1)? sum + p : sum;
				next_row = row;
				next_col = (idx_con == 1'd1)? col + 20'd1 : col;
				next_idx_con = (idx_con == 1'd1)? 1'd0 : 1'd1;
				next_counter = (counter == 2*mb-1)? 4'd0 : counter + 4'd1;
				next_B_col = B_col;
			end
			2'b01:begin
				next_sum = 40'd0;
				next_row = (B_col == mc-1)? row + 20'b1 : row;
				next_col = 20'd0;
				next_idx_con = 1'd0;
				next_counter = 4'd0;
				next_B_col = (B_col == mc-1)? 20'd0 : B_col + 20'd1;
			end
			default:begin
				next_sum = 40'd0;
				next_row = 20'd0;
				next_col = 20'd0;
				next_idx_con = 1'd0;
				next_counter = 4'd0;
				next_B_col = 20'd0;
			end
		endcase
	end
	always@(*)begin
		case(state)
			2'b00:begin 
				next_ma = 20'd0;
				next_mb = 20'd0;
				next_mc = 20'd0;
				next_rA = 20'd0;
				next_rB = 20'd0;
			end
			2'b11:begin
				next_ma = (row == 20'd0)? read_data : ma; 
				next_mb = (row == 20'd1)? read_data : mb;
				next_mc = (row == 20'd2)? read_data : mc;
				next_rA = 20'd0;
				next_rB = 20'd0;
			end
			2'b10:begin
				next_ma = ma;
				next_mb = mb;
				next_mc = mc;
				next_rA = (idx_con == 1'd0)? read_data : rA;
				next_rB = (idx_con == 1'd1)? read_data : rB;
			end
			2'b01:begin
				next_ma = ma;
				next_mb = mb;
				next_mc = mc;
				next_rA = 20'd0;
				next_rB = 20'd0;
			end
			default:begin
				next_ma = 20'd0;
				next_mb = 20'd0;
				next_mc = 20'd0;
				next_rA = 20'd0;
				next_rB = 20'd0;
			end
		endcase
	end
	assign i = (idx_con == 1'b0)? row : col;
	assign j = (idx_con == 1'b0)? col : B_col;
	assign read = state[1];
	assign write = state[0];
	assign index = idx_con;
	assign finish = (state == 2'b10  && row == ma)? 1'd1 : 1'd0;
	assign write_data = sum;
endmodule
--- flow/run.sh ---
#!/bin/bash
# OpenROAD 26Q1-2900-gdf79404cd8, Yosys 0.63+post, stock flow scripts
make -C /OpenROAD-flow-scripts/flow DESIGN_CONFIG=/design/flow/config.mk WORK_HOME=/design/flow/orfs finish
--- flow/config.mk ---
export PLATFORM = sky130hd
export DESIGN_NAME = MM
export DESIGN_NICKNAME = MM
export VERILOG_FILES = /design/flow/design.v
export SDC_FILE = /design/flow/constraint.sdc
export NUM_CORES = 4
export LEC_CHECK = 1
export CORE_UTILIZATION = 30
--- flow/constraint.sdc ---
current_design MM

set clk_period 14.7
set clk_io_pct 0.2

create_clock -name clk0 -period $clk_period [get_ports {clk}]

set non_clock_inputs [all_inputs -no_clocks]
set_input_delay [expr $clk_period * $clk_io_pct] -clock clk0 $non_clock_inputs
set_output_delay [expr $clk_period * $clk_io_pct] -clock clk0 [all_outputs]
==> results.toml <==
# yosys + openroad results
[power]
p_sw_uw = 841
leakage_nw = 13.9
ir_drop_uv = 74.9
p_per_area_nw_per_um2 = 69.6
p_seq_share_pct = 30.2
clkPwrFrac_pct = 30.4
switching_share_pct = 40.7
power.internal_mw = 1.23
p_comb_share_pct = 39.4

[cells_and_area]
area_growth_pct = 11.5
drive_gt1_share_pct = 5.48
n_fill_cell = 9035

[setup_path]
worst_path_max_delay_cell = "fa_1"
cp_common_cell = "fa_1"
crit_path_start_kind = "primary input"
cp.required_ns = 15.14
end_kind = "flop"
crit_type = "primary input to flop"
critPathMaxFanout = 9
crit_chain = "clkdlybuf4s50_1, mux2i_1, nor2_1, nand2_1, fa_1, inv_1, fa_1, fa_1, fa_1, fa_1, fa_1, inv_1, fa_1, inv_1, ha_1, a21o_1, a211oi_1, nand4_1, a31oi_1, o21ai_0, a31oi_1, xor2_1, o21ai_0"
arrival_ns = 11.15
slowest_delay_ns = 0.83

[synthesis]
syn_area_um2 = 26600
syn_inst = 3130
ys_types = 65
ys_seq_share_pct = 15.6
synth_area_per_cell_um2 = 8.50
synthArstFlopShare_pct = 0
synth_flops = 207
yosys_area_um2 = 26600
synth_warnings = 1
area_leaders = "fa_1 35%, dfxtp_1 16%, inv_1 9.2%"
synthFlopType = "dfxtp_1"
ys_cells = 3130
edf_count = 0
largest_area_cell = "fa_1"
yosysMostFrequentCell = "inv_1"
netlist_top_cells_count = "655 x inv_1, 468 x fa_1, 354 x nand2_1"
top_area_share_pct = 35.2

[routing]
drc = 0
via_per_inst = 4.72
dr.pass1.iters = 5
wl_per_cell_um = 17.3
via_count = 20400
first_iter_violations = 1133
wirelength_mm = 75.1
ant_nets = 0
num_antenna_cells = 0

[sta]
hold_ws_ns = 0.452
clock.fmax_mhz = 93.4
finalSetupViolCount = 0
final_max_slew_viol_count = 0
rsz0062_at_grt = "false"
period_used_pct = 72.8
final.setup.tns_ns = 0
relSlewSlack_pct = 43.0
hold_viol_final = 0
worst_pin_slew_ns = 0.854
skew_ns = 0.0151
min_period_ns = 10.71

[clock_tree]
cts-htree-levels = 1
cts-buffers-inserted = 25
clk_pin_slew_ns = 0.06
clockBufferDepth = 3
cts_tree = "yes"
cts_resized = 0
clkLatencyLatePin_ns = 0.59
cts_hold_buffers = 0
post-cts-setup-buffer-count = 0
cts.sink_count = 207
cts-root-buf = "clkbuf_16"

[grt]
grt.total_usage_pct = 18.0
grt-ovfl-total = 0
antenna_found_initial = 0
grt_pass1_wl_mm = 121
grt_max_degree = 82
grt_pass1_vias = 20900

[die]
core_area_um2 = 87300
fp_util_pct = 30.5
num_rows = 108
die-area_um2 = 89900
die_w_um = 300
die_h_um = 300
pin_count = 106

[flow_run]
drv_cap = 0
tool_warnings = 34

[run_status]
outcome = "finished, final reports clean"

[placement]
place.gp.congestion = 1.01
portBuffers = 105
hpwl_mm = 60.2

[worst_hold_path]
hp-class = "flop to flop"
[worst max-delay path: cells and delay by family]
family	cells	cell delay, ns
buf+inv	4	0.95
simple gates	3	0.95
xor+xnor	1	0.15
mux	1	0.17
compound gates	6	1.62
fa+ha+maj	8	4.34
[path summary, 6_finish.rpt]
check	startpoint	end	slack, ns	cells past startpoint
max	read_data[19]	sum[38]	3.99	23
min	mb[16]	mb[16]	0.45	2
max reg2reg	idx_con	sum[33]	5.58	27
min reg2reg	mb[16]	mb[16]	0.45	2
[area by class of cell]
type / instances / area, um2 / area share (%)
repair buffers: 145 / 1350 / 4.55
flip-flops and latches: 207 / 4150 / 14.0
clock inverters: 11 / 113 / 0.380
well taps: 1155 / 1450 / 4.87
multi-input cells: 2122 / 19500 / 65.6
clock buffers: 33 / 696 / 2.34
inverters: 655 / 2460 / 8.29
[sequential cells by signal, indices dropped and copies added, names as in the netlist]
register,cells
sum,40
row,20
rB,20
mc,20
B_col,20
idx_con,1
counter,4
state,2
mb,20
rA,20
ma,20
col,20
[cell families (layout without fill, tap and decap cells)]
logic type / Yosys count / count (layout) / synth area share (%)
simple gates: 1013 / 1013 / 16.8
buf+inv: 801 / 844 / 11.3
fa+ha+maj: 610 / 610 / 41.9
compound gates: 288 / 288 / 6.71
flops: 207 / 207 / 15.6
xor+xnor: 131 / 131 / 4.31
mux: 80 / 80 / 3.34
[power by group through the flow]
stage     registers, mW  clock network [mW]  logic, mW
4_1_cts           0.625               0.645      0.818
5_1_grt           0.629               0.667      0.909
6_report          0.624               0.629      0.813
[metal layers]
metal,global-route usage (%),vias up,share of wire (%)
li1,-,9665,-
met1,25.5,9931,43
met2,26.5,704,44
met3,7.15,110,9.5
met4,3.64,6,2.6
met5,1.59,-,0.26
[through the flow]
step | power (mW) | cell area, um2 | setup slack [ns] | instances | util, %
5_1_grt | 2.21 | 29700 | 3.36 | 4328 | 34.0
2_1_floorplan | 1.17 | 26600 | 4.99 | 3130 | -
3_3_place_gp | 1.45 | 28900 | 3.36 | 4284 | 33.1
6_report | 2.07 | 29700 | 3.99 | 4328 | 34.0
4_1_cts | 2.09 | 29700 | 3.85 | 4328 | 34.0
3_5_place_dp | 1.44 | 28900 | 3.28 | 4284 | 33.1
[cell usage in the layout, fill, tap and decap left out, types with 52 or more instances in the layout]
cell type        netlist  routed
a21oi_1              120     120
clkdlybuf4s50_1        0     104
dfxtp_1              207     206
fa_1                 468     468
ha_1                 142     140
inv_1                655     655
mux2_2                70      70
nand2_1              354     354
nand3_1              122     122
nor2_1               347     345
o21ai_0               52      52
xnor2_1               62      62
xor2_1                69      69
Power is estimated from default activity; no workload was simulated.
